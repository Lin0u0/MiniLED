`flow/run.sh`:
```
#!/bin/bash
# OpenROAD 26Q1-2900-gdf79404cd8, Yosys 0.63+post, stock flow scripts
make -C /OpenROAD-flow-scripts/flow DESIGN_CONFIG=/design/flow/config.mk WORK_HOME=/design/flow/orfs finish
```
`flow/constraint.sdc`:
```
current_design ramflag_In

set clk_period 85.5
set clk_io_pct 0.2

create_clock -name clk0 -period $clk_period [get_ports {clk}]
create_clock -name clk1 -period $clk_period [get_ports {i_pix_clk}]

set non_clock_inputs [all_inputs -no_clocks]
set_input_delay [expr $clk_period * $clk_io_pct] -clock clk0 $non_clock_inputs
set_output_delay [expr $clk_period * $clk_io_pct] -clock clk0 [all_outputs]
```
`flow/config.mk`:
```
export PLATFORM = sky130hd
export DESIGN_NAME = ramflag_In
export DESIGN_NICKNAME = ramflag_In
export VERILOG_FILES = /design/flow/design.v
export SDC_FILE = /design/flow/constraint.sdc
export NUM_CORES = 4
export LEC_CHECK = 1
export CORE_UTILIZATION = 50
```
`flow/design.v`:
```
module ramflag_In(
    input           clk             ,    
    input           rst_n           ,
    input           i_pix_clk       ,
    input [7:0]     I_light_reg     ,
    input [8:0]     cnt_360         ,
    input           flag_done       ,
    input [1:0]     mode_selector   ,
    input [7:0]     I_bright        ,
    input           I_zonal_en      ,    
    input           I_auto_bright   ,    
    input [1:0]     I_sub_mode      ,    
    output          sdbpflag_wire   ,
    output [15:0]   wtdina_wire     ,
    output [9:0]    wtaddr_wire
);
    reg [11:0]      cnt;                 
    reg [30:0]      cnt1;                
    reg [9:0]       cnt2;                
    reg [13:0]      cnt3;                
    reg             flag;                
    reg             sdbpflag;
    reg [15:0]      wtdina;              
    reg [9:0]       wtaddr;              
    reg [7:0]       light_reg[360-1:0];  
    reg [8:0]       cnt_360_delay;       
    assign sdbpflag_wire = sdbpflag;
    assign wtdina_wire   = wtdina;
    assign wtaddr_wire   = wtaddr;
    always @(posedge clk or negedge rst_n) begin
        if (!rst_n) begin
            flag <= 0;
            cnt  <= 0;
        end else if (cnt < 2500) begin
            flag <= 0;
            cnt  <= cnt + 1;
        end else if (cnt == 2500) begin
            flag <= 1;
        end
    end
    always @(posedge clk or negedge rst_n) begin
        if (!rst_n) begin
            cnt1 <= 0;
        end else if (cnt1 >= 420_000) begin
            cnt1 <= 0;
        end else begin
            cnt1 <= cnt1 + 1;
        end
    end
    always @(posedge clk or negedge rst_n) begin
        if (!rst_n) begin
            cnt2 <= 0;
        end else if (cnt1 == 0 && flag) begin 
            if (cnt2 == 19) begin
                cnt2 <= 0;
            end else begin
                cnt2 <= cnt2 + 1;
            end
        end
    end
    always @(posedge clk or negedge rst_n) begin
        if (!rst_n) begin
            cnt3 <= 0;
        end else if (cnt1 == 1 && cnt2 == 0 && flag) begin
            if (cnt3 >= 359) begin
                cnt3 <= 0;
            end else begin
                cnt3 <= cnt3 + 1;
            end
        end
    end
    always @(posedge clk or negedge rst_n) begin
        if (!rst_n) begin
            sdbpflag <= 0;
        end else if (cnt1 == 1 && flag) begin
            sdbpflag <= 1;
        end else if (cnt1 == 30 && flag) begin
            sdbpflag <= 0;  
        end
    end
    always @(posedge clk or negedge rst_n) begin
        if (!rst_n) begin
            wtaddr <= 0;
        end else if (cnt1 == 3) begin
            wtaddr <= 0;
        end else if (cnt1 > 4 && cnt1 <= 4 + 360 && flag) begin
            wtaddr <= wtaddr + 1;
        end else if (cnt1 > 4 + 360) begin
            wtaddr <= 0; 
        end
    end
    always @(posedge i_pix_clk) begin
        if (!rst_n) begin
            cnt_360_delay <= 0;
        end else if (flag_done) begin
            light_reg[cnt_360_delay] <= I_light_reg;
            cnt_360_delay <= cnt_360;
        end
    end
    function automatic is_left_half;
        input [9:0] addr;
        reg [4:0] col;
        begin
            col = addr % 24;
            is_left_half = (col >= 0 && col <= 11);
        end
    endfunction
    reg [15:0] base_brightness;      
    reg [15:0] final_brightness;     
    always @(*) begin
        if (!I_zonal_en) begin
            base_brightness = 16'd224 * 16'd255;   
        end else begin
            case (I_sub_mode)
                2'b00: begin   
                    if (is_left_half(wtaddr))
                        base_brightness = 16'd224 * 16'd255;
                    else
                        base_brightness = light_reg[wtaddr] * 16'd255;
                end
                2'b01: begin   
                    if (!is_left_half(wtaddr))
                        base_brightness = 16'd224 * 16'd255;
                    else
                        base_brightness = light_reg[wtaddr] * 16'd255;
                end
                2'b10: begin   
                    if ((wtaddr[0] ^ wtaddr[4]) == 1'b0)   
                        base_brightness = 16'd224 * 16'd255;
                    else
                        base_brightness = light_reg[wtaddr] * 16'd255;
                end
                2'b11: begin   
                    base_brightness = light_reg[wtaddr] * 16'd255;
                end
                default: base_brightness = light_reg[wtaddr] * 16'd255;
            endcase
        end
    end
    always @(*) begin
        if (I_auto_bright && I_zonal_en) begin
            final_brightness = (base_brightness * I_bright) >> 8;
        end else begin
            final_brightness = base_brightness;
        end
    end
    always @(posedge clk or negedge rst_n) begin
        if (!rst_n) begin
            wtdina <= 0;
        end else begin
            if (cnt1 > 3 && cnt1 <= 364 && flag) begin
                wtdina <= final_brightness;
            end else begin
                wtdina <= 0;
            end
        end
    end
endmodule
```
==> flow_summary.ini <==
; yosys + openroad results
[critical_path]
critPathTopFamily = adder cells
slowest_stage = or4_4
worstPathRequired_ps = 85760
r2r_setup_slack_ps = 70870
crit_type = primary input to flop
crit_fanout = 29
cp.buffers_inverters = 5
cp-end-kind = flop
cp_cell_sequence = clkdlybuf4s50_1 > nand2b_1 > o21ai_0 > or4_4 > nand2b_1 > and2_1 > fa_1 > inv_1 > fa_1 > inv_1 > fa_1 > inv_1 > fa_1 > inv_1 > ha_1 > nand4_1 > a211oi_1 > nand3_1 > o21a_1 > o21ai_1 > o31a_1 > a21oi_1 > xor3_1 > o21ai_1
critPathLaunchType = primary input
max_stage_delay_ps = 750
critPathArrivalTime_ps = 23660

[sta]
whs_ps = 464
hold_viol = 0
slew_violations = 0
rsz0062_at_grt = no
setup_viol = 0
relSlewSlack_pct = 25.2
setup_tns_ps = 0
worst_pin_slew_ps = 1120
skew_ps = 68.2

[drt]
ant_nets = 0
vias = 56965
route.detailed.drc = 0
viasPerCell = 6.04
first_pass_iters = 24
drtIter0Drc = 3561
avgRoutedWirePerCell_um = 31.2
postRouteWirelength_mm = 295

[grt]
grt_pass1_wl_mm = 430
grt_pass1_vias = 62480
antenna_found_initial = 2
grt-ovfl-total = 0
grt_max_degree = 114
grt_use_total_pct = 28.3

[floorplan]
die_x_um = 491
fp_util_pct = 50.3
die-area_um2 = 241000
fp.coreArea_um2 = 238000
die_height_um = 491
std_cell_rows = 179
io_pins = 62

[placed_design]
dp_hpwl_mm = 181
gp_congestion = 0.875
io_buffers = 58

[synth]
ys_area_um2 = 120000
yosysWarnings = 1
syn_area_um2 = 120000
synth-edff-count = 2880
yosysUniqueCellTypes = 83
synthFlopType = edfxtp_1
synthCells = 5792
ys_cells = 5792
synth-async-reset-ratio_pct = 2.40
synth_seq_share_pct = 73.9
postSynthAreaPerCell_um2 = 20.7
synth.ff_latch_count = 2960

[clock_network]
post_cts_resized = 0
postCtsHoldBufs = 0
cts_sinks = 2960
cts.clk_slew.worst_paths_ps = 60
cts_setup_buffers = 0
cts_tree = built

[job]
drv_cap = 0
warnings = 44

[power_and_ir_drop]
p_per_area_nw_per_um2 = 22.9
p_leak_nw = 41.7
p_total_mw = 3.06
ir_drop_uv = 18.6

[worst_hold_path]
min_path_type = flop to flop

[finish]
largest_reg_flops = 2880
layout_top_cell = edfxtp_1
drive_gt1_share_pct = 23.7
syn_to_final_growth_pct = 11.9
layout_top_cells = 2880 x edfxtp_1, 827 x mux4_2, 458 x nor2_1

[run_status]
outcome = finished, final reports clean
## final cells by class
cell class,count,area [µm²]
multi-input combinational,2375,29400
clock buffer,386,8390
clock inverter,154,1150
tap,3167,3960
inverter,142,541
timing repair buffer,246,2090
sequential,2960,88500
antenna,4,10.0
fill,17361,104000
## Yosys cell counts, types with 7 or more instances
cell,number,area [µm²]
or3_1,10,62.6
inv_1,141,529
mux2i_1,163,1630
dfrtp_1,71,1780
buf_4,27,203
nand4_1,12,75.1
a21oi_1,65,325
edfxtp_1,2880,86500
nand2b_1,17,106
nor2_1,458,1720
nor2b_1,41,257
fa_1,89,1780
o31ai_1,10,75.1
xor2_1,18,158
nor3_1,35,175
o22ai_1,36,225
clkbuf_1,189,709
buf_2,81,405
a21o_1,7,52.6
nand2_1,143,537
mux4_2,827,18600
dfxtp_1,9,180
nand3_1,46,230
o21ai_0,51,255
xnor2_1,39,342
a31oi_1,13,81.3
a211oi_1,12,90.1
o221ai_1,29,254
buf_1,23,86.3
ha_1,65,813
and3_1,10,62.6
and2_1,62,388
## kinds of logic after synthesis
logic type                 after synthesis  share of synthesized area (%)
other                                    1                        0.00313
muxes                                  994                           17.0
buffers and inverters                  468                           1.67
and+or+nand+nor                        867                           3.24
DFF                                   2960                           73.9
AOI/OAI and AO/OA                      287                           1.60
adders and majority gates              154                           2.17
xor gates and xnor gates                61                          0.488
## routing by layer
layer	up-vias	track usage [%]	part of all wire [%]	routed length (µm)
met4	6	7.04	3.1	9150
met2	2962	39.8	48	140000
li1	24124	-	-	-
met3	465	19.4	16	47400
met5	-	0.496	0.051	150
met1	29408	39.7	33	97700
## per-stage QoR
stage	area, µm²	utilization [%]	std cells	worst slack [ps]
final	134000	56.3	9434	62100
after floorplan	120000	-	5803	63020
after CTS	134000	56.3	9430	62050
after detailed placement	124000	52.3	8890	61730
after global routing	134000	56.3	9431	61770
after global placement	124000	52.3	8890	61710
## worst register-to-register path: cells and delay by family, from the launching register on
family	cells	cell delay, ps
flip-flops	1	800
multiplexers	2	1150
XOR/XNOR	2	480
AND/OR/NAND/NOR	6	1110
AND-OR/OR-AND	10	2580
buffers and inverters	10	3540
adder cells (fa/ha/maj)	10	4890
## worst paths after layout
check / cells past startpoint / end / startpoint
setup / recovery: 24 / wtdina[7] / I_sub_mode[0]
hold / removal: 1 / cnt[8] / cnt[8]
setup reg to reg: 40 / wtdina[7] / wtaddr[0]
hold reg to reg: 1 / cnt[8] / cnt[8]
max in group clk1: 6 / light_reg[261][0] / flag_done
max in group asynchronous: 3 / wtaddr[4] / rst_n
min in group clk1: 2 / cnt_360_delay[0] / cnt_360_delay[0]
min in group asynchronous: 2 / cnt[7] / rst_n
## power by group
group | switching [mW] | leakage, nW | internal [mW] | total (mW)
Sequential | 0.000957 | 26.9 | 1.59 | 1.59
Combinational | 0.115 | 10.2 | 0.0803 | 0.195
Clock | 0.532 | 4.67 | 0.742 | 1.27
Total | 0.648 | 41.7 | 2.41 | 3.06
No activity file was given, so power comes from the tool's default toggle rates.
