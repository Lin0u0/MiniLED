<file path="/design/flow/design.v">
module AP3216_driver (
    input I_clk,
    input I_reset,
    inout wire sda,
    output wire scl,
    output reg [7:0] O_bright_data
);
wire [11:0] bright_data;
    localparam DECTECT      = 2'b00;
    localparam WAIT         = 2'b01;
    localparam CHANGE       = 2'b10;
    reg [1:0] state;
    reg [1:0] next_state;
    reg [11:0] last_bright;
    reg [11:0] target_bright;
    reg [11:0] new_bright_data;
    reg ms_delay_flag;
    reg [26:0] ms_delay_count;
    reg s_delay_flag;
    reg [30:0] s_delay_count;
	reg clk_25M;
	always @(posedge I_clk) begin
	  if(!I_reset) 
	  clk_25M<=0;
	  else
	  clk_25M<=~clk_25M;
	end
    always @(posedge I_clk) begin 
        if(new_bright_data < 64) begin
            O_bright_data <= 8'd4;
        end
        else begin
            O_bright_data <= new_bright_data >> 4;
        end
    end
    always @(posedge I_clk or negedge I_reset) begin 
        if(!I_reset) begin
            s_delay_flag <= 0;
            s_delay_count <= 'd50_000_000;
            ms_delay_flag <= 0;
            ms_delay_count <= 'd50_000;
            last_bright <= 12'd2048;
            target_bright <= 12'd2048;
            new_bright_data <= 12'd2048;
            state <= DECTECT;
            next_state <= DECTECT;
        end
        else begin
            state = next_state;
            case (state)
                DECTECT:    begin 
                                if(bright_data < last_bright + 1500 || bright_data > last_bright - 1500) begin
                                    s_delay_flag <= 1;  
                                    next_state <= WAIT;
                                end
                                else begin
                                    last_bright <= bright_data;
                                    next_state <= DECTECT;
                                end
                            end
                WAIT:       begin 
                                if(s_delay_flag == 1) begin  
                                    if(s_delay_count == 0) begin
                                        s_delay_count  <= 'd100_000_000;
                                        s_delay_flag <= !s_delay_flag;
                                        next_state <= WAIT;
                                    end
                                    else begin
                                        s_delay_count <= s_delay_count - 1'b1;
                                        next_state <= WAIT;
                                    end
                                end
                                else begin
                                    if(als_avg > last_bright + 1500 || als_avg < last_bright - 1500) begin  
                                        target_bright <= als_avg;
                                        ms_delay_flag <= 1;
                                        next_state <= CHANGE;  
                                    end
                                    else begin
                                        last_bright <= als_avg;
                                        next_state <= DECTECT;  
                                    end
                                end
                            end
                CHANGE :    begin 
                                if(ms_delay_flag == 1) begin  
                                    if(ms_delay_count == 0) begin
                                        ms_delay_count  <= 'd50_000;
                                        ms_delay_flag <= !ms_delay_flag;
                                        next_state <= CHANGE;
                                    end
                                    else begin
                                        ms_delay_count <= ms_delay_count - 1'b1;
                                        next_state <= CHANGE;
                                    end
                                end
                                else begin  
                                    if(new_bright_data > target_bright) begin
                                        new_bright_data <= new_bright_data - 1'b1;
                                        ms_delay_flag = 1;
                                        next_state <= CHANGE;
                                    end
                                    else if(new_bright_data < target_bright) begin
                                        new_bright_data <= new_bright_data + 1'b1;
                                        ms_delay_flag = 1;
                                        next_state <= CHANGE;
                                    end 
                                    else begin
                                        last_bright <= target_bright;
                                        next_state <= DECTECT;
                                    end
                                end
                            end
            endcase
        end
    end
    reg [11:0] als_value[9:0];
    reg [11:0] als_avg;
    reg [3:0] als_cnt;
    reg als_100_clk;
    reg  [20:0] als_100_cnt;
    always @(posedge I_clk or negedge I_reset) begin
        if(!I_reset) begin
            als_avg <= 0;
        end
        else begin
            als_avg = ( als_value[0] + als_value[1] + als_value[2] +    
                        als_value[3] + als_value[4] + als_value[5] + 
                        als_value[6] + als_value[7] + als_value[8] + 
                        als_value[9]) / 10; 
        end
    end
    always @(posedge als_100_clk or negedge I_reset) begin 
        if(!I_reset) begin
            als_cnt <= 0;
        end
        else begin
            als_value[als_cnt] = bright_data;
            if(als_cnt == 9) begin
                als_cnt <= 0;
            end
            else begin
                als_cnt <= als_cnt + 1'b1;
            end
        end
    end
    always @(posedge I_clk or negedge I_reset) begin 
        if(!I_reset) begin
            als_100_clk <= 0;
            als_100_cnt <= 'd249_999;
        end
        else if(als_100_cnt == 0) begin
            als_100_cnt  <= 'd249_999;
            als_100_clk <= !als_100_clk;
        end
        else begin
            als_100_cnt <= als_100_cnt - 1'b1;
        end
    end
i2c_top i2c_top_inst ( 
    .I_clk          (I_clk      ),
    .I_reset        (I_reset    ),
    .sda            (sda        ),
    .scl            (scl        ),
    .O_bright_data  (bright_data)
);
endmodule
module i2c_controller (
    input wire I_clk,                
    input wire I_reset,              
    input wire I_start,              
    input wire [7:0] I_data_in,      
    input wire I_write_enable,       
    input wire I_read_enable,        
    output reg [7:0] O_data_out,     
    output reg O_busy,               
    output reg scl,                  
    inout wire sda                   
);
    localparam IDLE         = 3'b000;
    localparam START        = 3'b001;
    localparam SEND_ADDR    = 3'b010;
    localparam SEND_RW      = 3'b011;
    localparam WAIT_ACK     = 3'b100;
    localparam WRITE_DATA   = 3'b101;
    localparam READ_DATA    = 3'b110;
    localparam STOP         = 3'b111;
    reg [2:0] state, next_state;
    reg [3:0] bit_cnt;
    reg sda_out, sda_enable;
    wire [6:0] i2c_addr;  
    wire raw_sda;
    wire sda_in;
    reg rw_flag;
    reg mode_change;
    reg sda_rw_change;
    reg data_to_write;
    reg addr_to_write;
    reg [1:0] clk_count;
    assign sda = sda_enable ? sda_out : 1'bz;
    assign sda_in = sda;
    assign i2c_addr = 7'h1E;
    always @(posedge I_clk or posedge I_reset) begin
        if(I_reset) begin
            clk_count <= 0;
            scl <= 0;
        end else if(clk_count == 0) begin
            scl <= ~scl;
            clk_count <= clk_count + 1'b1;
        end
        else if(clk_count == 2) begin 
            scl <= ~scl;                     
            clk_count <= clk_count + 1'b1;
        end 
        else if(clk_count == 3) begin
            clk_count <= 1'b0;
        end
        else begin
            clk_count <= clk_count + 1'b1;
        end
    end
    always @(posedge I_clk or posedge I_reset) begin
        if(I_reset) begin
            state <= IDLE;
        end
        else begin
            if(clk_count == 1) begin
                data_to_write <= I_data_in[bit_cnt];
                addr_to_write <= i2c_addr[bit_cnt];
                state <= next_state;
            end
        end
    end
    always @(posedge I_clk or posedge I_reset) begin
        if (I_reset) begin
            next_state <= IDLE;
            O_busy <= 0;
            O_data_out <= 0;
            sda_out <= 1;
            sda_enable <= 0;  
        end
        else if(clk_count == 1) begin
            if(mode_change) begin
                sda_out <= 0;
                mode_change <= 0;
            end
        end
        else if(clk_count == 2) begin
            if(sda_rw_change == 1) begin
                sda_enable <= ~sda_enable;  
                sda_rw_change <= 0;
            end
        end
        else if(clk_count == 3) begin
            case (state)
                IDLE:       begin
                                O_busy <= 0;
                                if (I_start) begin
                                    if(I_write_enable) begin  
                                        O_busy <= 1;
                                        rw_flag <= 0;
                                        next_state <= START;
                                    end
                                    else if(I_read_enable) begin  
                                        O_busy <= 1;
                                        rw_flag <= 1;
                                        next_state <= START;
                                    end
                                    else begin
                                        next_state <= IDLE;
                                    end
                                end 
                                else begin
                                    next_state <= IDLE;
                                end
                            end
                START:      begin
                                sda_enable <= 1;  
                                mode_change <= 1;  
                                next_state <= SEND_ADDR;
                                bit_cnt <= 6;
                            end
                SEND_ADDR:  begin
                                sda_out <= addr_to_write;  
                                if (bit_cnt == 0) begin
                                    next_state <= SEND_RW;
                                    bit_cnt <= 4'd7;
                                end else begin
                                    bit_cnt <= bit_cnt - 1'b1;
                                end
                            end
                SEND_RW:    begin
                                sda_out <= rw_flag;  
                                sda_rw_change <= 1;
                                next_state <= WAIT_ACK;
                            end
                WAIT_ACK:   begin 
                                if(rw_flag == 1 && sda_enable == 1) begin
                                    sda_out <= 1;  
                                    O_busy <= 0;  
                                    next_state <= STOP;
                                end
                                else if(sda_in == 0) begin  
                                    if (O_busy) begin 
                                        if(rw_flag == 0) begin  
                                            next_state <= WRITE_DATA;
                                        end
                                        else begin  
                                            next_state <= READ_DATA;
                                        end
                                    end
                                    else if(I_write_enable) begin  
                                        O_busy <= 1;
                                        bit_cnt <= 4'd7;
                                        next_state <= WRITE_DATA;
                                    end
                                    else if(I_read_enable) begin  
                                        O_busy <= 1;
                                        rw_flag <= 1;
                                        sda_out <= 1;
                                        next_state <= START;
                                    end
                                    else begin
                                        sda_rw_change <= 1;
                                        next_state <= STOP;
                                    end
                                end
                                else begin
                                    next_state <= STOP;
                                end
                            end
                WRITE_DATA: begin
                                sda_enable <= 1;  
                                sda_out <= data_to_write;  
                                if (bit_cnt == 0) begin
                                    O_busy <= 0;  
                                    bit_cnt <= 4'd7;
                                    sda_rw_change <= 1;
                                    next_state <= WAIT_ACK;
                                end else begin
                                    bit_cnt <= bit_cnt - 1'b1;
                                end
                            end
                READ_DATA:  begin
                                sda_enable <= 0; 
                                O_data_out[bit_cnt] <= sda_in;
                                if(bit_cnt == 0) begin
                                    bit_cnt <= 4'd7;
                                    sda_rw_change <= 1;
                                    next_state <= STOP;
                                end
                                else begin
                                    bit_cnt <= bit_cnt - 1'b1;
                                end
                            end
                STOP:       begin
                                sda_out <= 1;  
                                next_state <= IDLE;
                            end
            endcase
        end
        else begin
            next_state <= next_state;
        end
    end
endmodule
module i2c_top(
    input I_clk,
    input I_reset,
    inout wire sda,
    output wire scl,
    output reg [11:0] O_bright_data
);
reg [7:0] data_in;
reg start;
reg read_enable;
reg write_enable;
reg [12:0]cnt_5000;
reg [13:0]cnt_10000;
wire [7:0] O_data_out;
wire busy;
    localparam START        = 3'b000;
    localparam WRITE_START  = 3'b001;
    localparam READ_START   = 3'b010;
    localparam WAITING      = 3'b011;
    localparam WAIT_STOP    = 3'b100;
    localparam STOP         = 3'b101;
    wire [7:0] init_data_0, init_data_1, read_data_0, read_data_1;   
    reg  [2:0] state, next_state;                                     
    reg [7:0] data[3:0];     
    reg [2:0] data_count;    
    reg RW;              
    reg [11:0] getData;  
    reg init_flag;
    reg clk;
    reg [7:0] clk_cnt;
    reg dummy_write;  
    assign init_data_0   = 8'h00;  
    assign init_data_1   = 8'h01;  
    assign read_data_0   = 8'h0d;  
    assign read_data_1   = 8'h0c;  
    always @(posedge I_clk or negedge I_reset) begin
        if(!I_reset) begin
            clk_cnt <= 8'd0;
            clk <= 0;
        end
        else begin
            if(clk_cnt == 124) begin
                clk_cnt <= 0;
                clk <= ~clk;
            end
            else begin
                clk_cnt <= clk_cnt + 1'b1;
            end
        end
    end
    always @(posedge scl or negedge I_reset) begin 
        if(!I_reset) begin   
            next_state <= START;
            state <=- START;
            start  <= 0;
            read_enable <= 0;
            write_enable <= 0;
            data_in <= 0; 
            getData <= 0;
            data[0] <= init_data_0;
            data[1] <= init_data_1;
            data[2] <= read_data_0;
            data[3] <= read_data_1;
            data_count <= 0;  
            RW <= 1;  
        end
        else begin  
            state = next_state;
            start <= 0;
            write_enable <= 0;
            read_enable <= 0;
            case (state)
                START:      begin 
                                if(RW) begin  
                                    start <= 1;
                                    write_enable <= 1;
                                    next_state <= WRITE_START;
                                end
                                else begin  
                                    start <= 1;
                                    read_enable <= 1;
                                    next_state <= READ_START;
                                end
                            end
                WRITE_START:begin
                                data_in <= data[data_count];  
                                next_state <= WAITING;
                            end
                READ_START: begin
                                getData <= 0;  
                                next_state <= WAITING;
                            end
                WAITING:    begin  
                                if(busy) begin  
                                    if(RW == 0) begin  
                                        next_state <= WAITING;
                                    end
                                    else begin  
                                        next_state <= WAITING; 
                                    end
                                end
                                else begin  
                                    if(data_count == 0) begin 
                                        start <= 1;
                                        write_enable <= 1;
                                        data_count <= data_count + 1'd1;  
                                        next_state <= WRITE_START;
                                    end
                                    else if(data_count == 1) begin
                                        data_count <= data_count + 1'd1;  
                                        RW <= 1;  
                                        dummy_write <= 1;  
                                        next_state <= WAIT_STOP;  
                                    end
                                    else if(data_count == 2) begin 
                                        if(dummy_write == 1) begin  
                                            start <= 1;
                                            read_enable <= 1;
                                            RW <= 0;  
                                            next_state <= READ_START;
                                            dummy_write = ~dummy_write;  
                                        end
                                        else begin  
                                            getData[7:0] <= O_data_out;  
                                            data_count <= data_count + 1'd1;  
                                            start <= 1;
                                            write_enable <= 1;
                                            RW <= 1;  
                                            dummy_write <= 1;  
                                            next_state <= WAIT_STOP;  
                                        end
                                    end
                                    else if(data_count == 3) begin 
                                        if(dummy_write == 1) begin  
                                            start <= 1;
                                            read_enable <= 1;
                                            RW <= 0; 
                                            next_state <= READ_START;
                                            dummy_write = ~dummy_write;  
                                        end
                                        else begin  
                                            getData[11:8] <= O_data_out[3:0];  
                                            data_count <= 0; 
                                            RW <= 0;  
                                            next_state <= STOP;
                                        end
                                    end
                                end
                            end
                WAIT_STOP:  begin 
                                next_state <= START;
                            end
                STOP:       begin 
                                O_bright_data <= getData;  
                                data_count <= 2;  
                                RW <= 1;  
                                dummy_write <= 1;  
                                next_state <= START;
                            end
                default:    begin 
                                state <= state;
                            end
            endcase
        end
    end
i2c_controller i2c_controller_inst( 
    .I_clk          (clk            ),  
    .I_reset        (!I_reset       ),  
    .I_start        (start          ),  
    .I_data_in      (data_in        ),  
    .I_write_enable (write_enable   ),  
    .I_read_enable  (read_enable    ),  
    .O_data_out     (O_data_out     ),  
    .O_busy         (busy           ),  
    .scl            (scl            ),  
    .sda            (sda            )   
);
endmodule
</file>
<file path="/design/flow/run.sh">
#!/bin/bash
# OpenROAD 26Q1-2900-gdf79404cd8, Yosys 0.63+post, stock flow scripts
make -C /OpenROAD-flow-scripts/flow DESIGN_CONFIG=/design/flow/config.mk WORK_HOME=/design/flow/orfs finish
</file>
<file path="/design/flow/config.mk">
export PLATFORM = sky130hd
export DESIGN_NAME = AP3216_driver
export DESIGN_NICKNAME = AP3216_driver
export VERILOG_FILES = /design/flow/design.v
export SDC_FILE = /design/flow/constraint.sdc
export NUM_CORES = 4
export LEC_CHECK = 1
export CORE_UTILIZATION = 50
</file>
<file path="/design/flow/constraint.sdc">
current_design AP3216_driver

set clk_period 6.0
set clk_io_pct 0.2

create_clock -name clk0 -period $clk_period [get_ports {I_clk}]

set non_clock_inputs [all_inputs -no_clocks]
set_input_delay [expr $clk_period * $clk_io_pct] -clock clk0 $non_clock_inputs
set_output_delay [expr $clk_period * $clk_io_pct] -clock clk0 [all_outputs]
</file>
==> results_slide.txt <==
Run Summary

Place
  – HPWL after detailed placement: between 30000 and 40000 um
  – Pre-CTS setup slack: 1.766 ns
  – Placed inst area: about 23000 sq um
  – Final GP Congestion: ~0.9
  – Port bufs: 10

Logic synthesis
  – Post-synth seq share: a little over two fifths
  – Post-synth EDFFs: around 140
  – Chip Area, Yosys: around 22000 sq um
  – Synth flops: between 300 and 400
  – Post-Syn Instances: around 2.2k
  – Commonest flop: dfrtp_1
  – Async SR Flop Fraction: between 50% and 60%
  – Ys Warns: 6
  – Avg Cell Area, Syn: 10.23 sq um
  – Number of cells in Yosys stat: 2180
  – Synth Cell Area: 22300 sq um
  – Yosys cell types: approximately 120

Clock tree
  – Cts bufs inserted: 17
  – Hold buffer count at cts: 0
  – CTS root buffer: clkbuf_16
  – Post-CTS Setup Inserts: 0
  – Clk buf depth: 2
  – Max H-tree Level: 4
  – Gates resized, CTS repair: 0

Timing
  – Number of unconstrained endpoints: approximately 350
  – Register pins left without a clock: between 150 and 200

Outcome
  – Exit stage: clock tree synthesis
  – Stop err: [error] [KeplerFormal.cpp:679] Workflow failed: Iso has multiple drivers: .sda0, sda$_DFFE_PN1P_.Q0
  – Status: did not finish

Die
  – Die Wd: 213.2 um
  – Die Height: around 210 um
  – I/O pin cnt: 12
  – Row cnt: 77
  – Initial Util: roughly 51%
kinds of logic after synthesis:
logic type / after synthesis / synth area share (%)
AND-OR/OR-AND: 504 / 15.67
XOR/XNOR: 144 / 5.689
adder cells (fa/ha/maj): 208 / 14.79
buffers and inverters: 203 / 3.636
flip-flops: 343 / 41.69
multiplexers: 40 / 1.975
AND/OR/NAND/NOR: 738 / 16.55
stage by stage:
stage / hold WS [ns] / instances / util (%)
after global placement: 0.4286 / 2735 / 52.32
after detailed placement: 0.4318 / 2735 / 52.32
after floorplan: 0.4253 / 2180 / -
synth_stat cells, drive strengths merged (10+ instances only):
library cell | instances | area [sq um]
nor3b | 13 | 102.6
nor4 | 23 | 150.1
or3 | 17 | 111.4
a211o | 10 | 87.58
edfxtp | 142 | 4264
dfstp | 35 | 919.6
a211oi | 25 | 235.2
ha | 110 | 1376
and3 | 13 | 86.33
fa | 94 | 1882
nor2b | 18 | 112.6
a21o | 31 | 232.7
a31oi | 31 | 206.4
or4 | 15 | 116.4
nand2 | 184 | 690.7
and2 | 25 | 156.4
clkbuf | 59 | 222.7
nor2 | 204 | 793.3
nand4 | 28 | 181.4
or2 | 17 | 108.9
inv | 126 | 475.5
dfrtp | 158 | 3954
o211ai | 13 | 97.59
a21oi | 111 | 578.1
o21ai | 126 | 630.6
o21a | 17 | 127.6
o31ai | 16 | 138.9
o22ai | 13 | 81.33
o21bai | 12 | 90.09
xor2 | 54 | 480.5
nand3 | 45 | 225.2
buf | 18 | 112.6
nor3 | 76 | 390.4
xnor2 | 90 | 788.3
nand2b | 34 | 212.7
a22oi | 14 | 105.1
mux2 | 32 | 360.3
